==> flow/design.v <==
`timescale 1ns / 1ps
(*ram_style ="block"*)
module Memory18  (input clk, input rst, input[17:0] data_in,input[4:0] addr,input memWrite,input memRead, output reg[17:0] out);
 reg [17:0] dataMem [31:0];
 integer i;
 always@(posedge clk, posedge rst)
  begin
    if(rst)
      begin
        for(i = 0; i< 32 ; i = i + 1)
          dataMem[i] <= 18'd0;
      end
   else if(memWrite) begin
      dataMem[addr] <= data_in;
      end 
  end
 always@ (memRead, addr)
  begin
    if(memRead && addr <= 5'd8)
      out <= dataMem[addr];
		else
		begin out<= 8'd0; end
  end
endmodule
==> flow/run.sh <==
#!/bin/bash
# OpenROAD 26Q1-2900-gdf79404cd8, Yosys 0.63+post, stock flow scripts
make -C /OpenROAD-flow-scripts/flow DESIGN_CONFIG=/design/flow/config.mk WORK_HOME=/design/flow/orfs finish
==> flow/config.mk <==
export PLATFORM = sky130hd
export DESIGN_NAME = Memory18
export DESIGN_NICKNAME = Memory18
export VERILOG_FILES = /design/flow/design.v
export SDC_FILE = /design/flow/constraint.sdc
export NUM_CORES = 4
export LEC_CHECK = 1
export CORE_UTILIZATION = 30
==> flow/constraint.sdc <==
current_design Memory18

set clk_period 13.5
set clk_io_pct 0.2

create_clock -name clk0 -period $clk_period [get_ports {clk}]

set non_clock_inputs [all_inputs -no_clocks]
set_input_delay [expr $clk_period * $clk_io_pct] -clock clk0 $non_clock_inputs
set_output_delay [expr $clk_period * $clk_io_pct] -clock clk0 [all_outputs]
==> qor.yml <==
run_status:
  status: "finished, final reports clean"
sta:
  fin_tns_setup_ns: 0
  fin_ws_ns: 4.30
  rsz0062_at_grt: "no"
  slew_violations: 0
  period_minus_slack_ns: 9.20
  tightest_slew_ns: 1.04
  fmax_mhz: 109
  fin_skew_ns: 0
  min_period_over_period: 0.681
  finalHoldViolCount: 0
  finalSetupViolCount: 0
  relSlewSlack: 0.289
yosys:
  ys_area_um2: 26000
  netlist_instances: 1896
  yosys_warnings: 2
  synthArstFlopShare: 1.00
  yosysUniqueCellTypes: 68
  ys_cells: 1896
  netlist_area_um2: 26000
  edf_count: 0
  flop_cell: "dfrtp_1"
  synth.avg_cell_area_um2: 13.7
  ys_ff: 576
  synth_seq_share: 0.554
place:
  hpwlAfterDp_um: 53800
  gp_congestion: 0.934
  postPlaceCellArea_um2: 27700
  port_buffers: 44
  post-place-ws_ns: 4.36
critical_path:
  worstPathArrival_ns: 6.50
  path_common_cell: "clkdlybuf4s50_1"
  worstPathRequired_ns: 10.80
  r2r_slack_ns: 12.71
  end_kind: "primary output"
  slowest_delay_ns: 0.84
  cp_slowest_cell: "nor2_4"
  path_class: "input port to primary output"
  critPathBufInv: 3
  cp-start-kind: "input port"
  cpLargestDelayFamily: "simple AND/OR/NAND/NOR gates"
  crit_chain: "clkdlybuf4s50_1 > buf_4 > or3_1 > nor2_4 > a22o_1 > a221oi_1 > o2111a_1 > a211oi_1 > clkdlybuf4s50_1"
  cp_max_fo: 35
global_route:
  grt_max_degree: 131
  grt_pass1_vias: 17900
  antenna_found_initial: 1
  overflow: 0
  grt_first_pass_wirelength_um: 130000
  track_usage: 0.215
clocking:
  htree_levels: 2
  clk_pin_slew_ns: 0.06
  clock_path_buffers: 3
  ctsHoldBuffers: 0
  numCtsBuffers: 61
  cts_setup_buffers: 0
  post_cts_resized: 0
  clock_sinks: 576
  cts_root_buf: "clkbuf_16"
  cts_tree: "built"
  clk_latency_ns: 0.63
die:
  die_w_um: 297
  chipHeight_um: 297
  fp_util: 0.304
  die_area_um2: 88000
  rows: 107
  core-area_um2: 85500
  ios: 45
routing:
  drtAntennaViolNets: 0
  detail_route.wl_per_cell_um: 28.8
  diodes: 0
  vias_per_cell: 5.56
  dr.pass1.iters: 7
  drc: 0
  dr.first_iter.drc_count: 1205
  num_vias: 17300
  finalWirelength_um: 89900
run:
  drv_cap: 0
  tool_warnings: 27
final_layout:
  largest_reg_flops: 576
  top_register: "dataMem"
  top_regs: "dataMem (576)"
  area_delta_synth_final_pct: 13.7
  drive_above_1_share: 0.408
  final_cell_area_um2: 29600
power:
  p_leak_uw: 0.0133
  ir_worst_vdd_uv: 83.4
  power_density_nw_per_um2: 149
hold_path:
  min_path_type: "flop to flop"
[cell families after synthesis]
kind of cell    count (synthesis)  share of synthesized area
buf+inv                       151                     0.0328
compound gates                312                     0.0911
flops                         576                      0.554
mux                           583                      0.252
simple gates                  274                     0.0702
[cells in the mapped netlist, drive strengths merged (12+ instances only)]
cell	instances	area, um^2
nand3	17	97.6
dfrtp	576	14400
nand2	98	488
a221oi	15	138
a22oi	207	1550
nor2	67	571
a21oi	12	60.1
clkbuf	59	221
a22o	13	114
a211oi	12	90.1
nand4	22	138
nor3	24	170
buf	88	618
mux2	576	6490
[cell type report]
type | instances | area (um^2)
clock buffers | 100 | 1890
clock inverters | 5 | 53.8
fillers | 8023 | 56000
inverters | 4 | 18.8
multi-input cells | 1169 | 10800
flip-flops and latches | 576 | 14400
well taps | 1144 | 1430
repair buffers | 119 | 1010
[final timing paths]
path                          startpoint        endpoint  cells past startpoint
setup / recovery                 addr[1]          out[3]                      9
setup reg to reg           dataMem[1][0]   dataMem[1][0]                      1
min in group asynchronous            rst  dataMem[2][11]                      2
max in group asynchronous            rst   dataMem[9][5]                      5
hold / removal             dataMem[1][6]   dataMem[1][6]                      1
hold reg to reg            dataMem[1][6]   dataMem[1][6]                      1
[layout by cell type, fill, tap and decap left out, types with 20 or more instances in the layout]
cell type	n
clkbuf_1	20
clkbuf_16	63
nand4_1	22
nand2_1	70
dfrtp_1	576
clkdlybuf4s50_1	43
nor2_1	36
mux2_2	565
buf_4	74
a22oi_1	207
[power by group]
part	total (uW)	leakage, uW	switching, uW	internal (uW)
combinational	531	0.00498	238	293
sequential	2230	0.00737	169	2060
clock	1640	0.000953	678	958
total	4400	0.0133	1080	3310
[routing by layer]
metal	share of wire	vias to the layer above	GRT usage
met3	0.12	220	0.107
met1	0.40	9127	0.283
li1	-	7182	-
met4	0.040	2	0.0713
met2	0.44	805	0.315
met5	0.00014	-	0
[per-stage QoR]
step	hold slack, ns	std cells	utilization	total power [uW]
after global routing	0.512	3117	0.346	4570
after floorplan	0.455	1896	-	2620
final	0.494	3117	0.346	4400
after detailed placement	0.482	3012	0.323	2780
after CTS	0.495	3117	0.346	4420
after global placement	0.474	3012	0.323	2760
No activity file was given, so power comes from the tool's default toggle rates.
