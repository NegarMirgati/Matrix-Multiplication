File: flow/design.v
`timescale 1ns / 1ps
module controller(input st,rst,clk,output reg memin_read,memin_write,Awrite,Bwrite,Reswrite,memout_read,
                  memout_write,clearRes,done , output reg[4:0]addr , output reg[4:0]addr18 ,output reg[1:0]part);
reg [3:0] ps;
reg [3:0] ns;
reg [4:0] count18 = 5'd0;
reg c18 = 1'd0;
reg [1:0] count3 = 2'd0;
reg c3 = 1'd0;
reg [3:0] count9 = 4'd0;
reg c9 = 1'd0;
reg [4:0] count27 = 5'd0;
reg c27 = 1'd0;
always@(     * ) begin
  ns = 4'd0;
  case(ps)
  4'b0000: ns = (st)? 4'b0001 : 4'b0000; 
  4'b0001: ns = (~st)? 4'b0010 : 4'b0001;  
  4'b0010: ns = (c18)? 4'b0011 : 4'b0010;
  4'b0011: ns = 4'b0100;
  4'b0100: ns = 4'b0101;
  4'b0101: ns = 4'b0110;
  4'b0110: ns = (c3) ? 4'b0111 : 4'b0011;
  4'b0111: ns=4'b1000;
  4'b1000: ns = (c9)?4'b1001 : 4'b0011;
  4'b1001: ns = 4'b1010;
  4'b1010: ns = (c27)? 4'b0000 : 4'b1010;
  default: ns = 4'b0000;
  endcase
end
always@(   posedge clk) begin
  memin_read=0; 
  memin_write=0; 
  Awrite=0; 
  Bwrite=0; 
  Reswrite=0; 
  memout_read=0; 
  memout_write=0; 
  clearRes=0; 
  done=0;
  addr = 4'b0000; addr18 = 4'b0000; part = 2'd0;
  case(ps)
  4'b0000: begin memout_read = 1'd0; end
  4'b0010: begin 
           memout_write = 0;
           if (c18 != 5'd18)
           memin_write = 1;
           addr = count18;
           if(count18 < 5'd17)
          	 count18 <= count18 + 1; 
           else
		c18 <= 1'd1;
           end
  4'b0011: begin
           memin_read = 1; 
           memin_write = 0; 
           memout_write = 0;
           Awrite = 1;  
           clearRes = 0;
           if ( count9 < 4'b0011)
          	 addr = count3;
	   else if ( count9 < 4'b0110 )
	  	 addr = 3 + count3;
	   else if ( count9 < 4'b1001 )
	  	 addr = 6 + count3;
           end
  4'b0100: begin
           memin_read = 1; 
           memin_write = 0;
           memout_write = 0;
           Bwrite = 1; 
           Awrite = 0;
	   if ( count9 < 4'b0011)
	   	addr = (count3*3) + count9 + 9;
	   else if ( count9 < 4'b0110 )
		addr = (count3*3) + count9 + 6;
	   else if ( count9 < 4'b1001 )
		addr = (count3*3) + count9 + 3;
          end
  4'b0110: begin 
           memin_write = 0;
           memout_write = 0;
           Reswrite = 1; 
           if(count3 < 3)
          	 count3 <= count3 + 2'd1; 
           else
		c3 = 1'd1;
           memin_read = 0; 
           Bwrite = 0;
           end
  4'b0111: begin memout_write = 1;memin_write = 0; addr18= count9; Reswrite = 0; count3 <= 2'd0; c3 = 1'd0; end
  4'b1000: begin 
          clearRes = 1; 
          memin_write = 0;
          memout_write = 0; 
          if(count9 < 4'b1000)
         	 count9 <= count9+1;  
          else
                 c9 <= 1'd1;    
          end
  4'b1001: begin done = 1; memin_write = 0; memout_write = 0;  end
  4'b1010: begin 
                memout_write = 0; 
                memin_write = 0;
                if( count27 < 5'd26)
			count27 <= count27 + 5'd1;
                else
                	c27 = 1'd1;
                memout_read =1;
          if( count27 == 5'd0 || count27 == 5'd1 || count27 == 5'd2)
            	addr18 = 4'd0;
          else if  ( count27 == 5'd3 || count27 == 5'd4 || count27 == 5'd5)
            addr18 = 4'd1;
          else if  ( count27 == 5'd6 || count27 == 5'd7 || count27 == 5'd8)
            addr18 = 4'd2;
          else if  ( count27 == 5'd9 || count27 == 5'd10 || count27 == 5'd11)
            addr18 = 4'd3;
          else if  ( count27 == 5'd12 || count27 == 5'd13 || count27 == 5'd14)
            addr18 = 4'd4;
          else if  ( count27 == 5'd15 || count27 == 5'd16 || count27 == 5'd17)
            addr18 = 4'd5;
          else if  ( count27 == 5'd18 || count27 == 5'd19 || count27 == 5'd20)
            addr18 = 4'd6;
          else if  ( count27 == 5'd21 || count27 == 5'd22 || count27 == 5'd23)
            addr18 = 4'd7;
          else if  ( count27 == 5'd24 || count27 == 5'd25 || count27 == 5'd26)
            addr18 = 4'd8;
          else 
             addr18 = 4'd9;
           part = count27-(addr18*3); 
       end
  default:{ memin_read, memin_write ,Awrite,Bwrite,
            Reswrite,memout_read,memout_write,clearRes,done, addr, addr18, part}= 21'd0;
  endcase
end
always@(posedge clk , posedge rst) begin
  if(rst) ps<= 4'b0;
  else ps <= ns;
end
endmodule
File: flow/run.sh
#!/bin/bash
# OpenROAD 26Q1-2900-gdf79404cd8, Yosys 0.63+post, stock flow scripts
make -C /OpenROAD-flow-scripts/flow DESIGN_CONFIG=/design/flow/config.mk WORK_HOME=/design/flow/orfs finish
File: flow/config.mk
export PLATFORM = sky130hd
export DESIGN_NAME = controller
export DESIGN_NICKNAME = controller
export VERILOG_FILES = /design/flow/design.v
export SDC_FILE = /design/flow/constraint.sdc
export NUM_CORES = 4
export LEC_CHECK = 1
export CORE_UTILIZATION = 50
File: flow/constraint.sdc
current_design controller

set clk_period 4.0
set clk_io_pct 0.2

create_clock -name clk0 -period $clk_period [get_ports {clk}]

set non_clock_inputs [all_inputs -no_clocks]
set_input_delay [expr $clk_period * $clk_io_pct] -clock clk0 $non_clock_inputs
set_output_delay [expr $clk_period * $clk_io_pct] -clock clk0 [all_outputs]
==> flow_summary.toml <==
# implementation run metrics
[yosys]
ys_types = 50
ys_cells = 239
yosys.area.top_type = "edfxtp_1"
ys.flops = 51
synth_warnings = 1
async_flop_share_pct = 21.6
syn-mean-instance-area_um2 = 10.8
yosys_area_um2 = 2580
ys_seq_share_pct = 49.6
netlist.area_leader.share_pct = 23.3
most_common_cell = "inv_1"
ys_top_cells_by_area = "edfxtp_1 23%, dfxtp_1 16%, ha_1 10%"
synthFlopType = "edfxtp_1"
synth_area_um2 = 2580
edf_count = 20
top_cells_by_count = "24 x inv_1, 21 x ha_1, 20 x dfxtp_1, 20 x edfxtp_1"
netlist_instances = 239

[die]
die_h_um = 73.8
rows = 25
fp_util_pct = 53.1
ios = 24
die_w_um = 73.8
die_area_um2 = 5440
coreArea_um2 = 4850

[route]
vias = 1686
avgViaCountPerCell = 5.11
drt_first_iter_violations = 110
dr.pass1.iters = 4
antenna_cells = 0
drc = 0
wirelength_um = 4340
final_antenna_net_count = 0
drt-wirelength-per-cell_um = 13.1

[min_path]
min_from = "ps[8]"
hp-class = "reg2reg"
whs_path_depth = 0

[clocking]
cts_tree = "done"
postCtsSetupBuffers = 0
clk_pin_slew_ps = 90
cts_buffers = 5
clockRootBuffer = "clkbuf_8"
clock_path_buffers = 2
post_cts_resized = 0
clock-sinks = 51
cts.htree.levels = 2
ctsHoldBuffers = 0
clk_latency_ps = 300

[worst_setup_path]
cpPeakStageDelay_ps = 590
worstPathArrival_ps = 3270
startpoint_type = "register"
crit_type = "reg2reg"
r2r_slack_ps = 930
r2r_start = "count3[0]"
path_depth = 10
startpoint = "count3[0]"
cp_data_required_time_ps = 4190
critPathBufInv = 3
slowest_stage = "fa_1"
reg2regPathDepth = 10
cp_top_family = "adder cells"
worstPathCellList = "inv_1 -> fa_1 -> inv_1 -> ha_1 -> fa_1 -> ha_1 -> inv_1 -> a221oi_1 -> a21oi_1 -> a221o_1"
worst_path_most_repeated_cell = "inv_1"
end_kind = "register"
crit_path_max_fanout = 8

[sta]
setup_viol = 0
drv_slew = 0
final.min_clock_period_ps = 3070
relSlewSlack_pct = 60.8
hold_violations = 0
skew_ps = 6.87
fin_tns_setup_ps = 0
period_used_pct = 76.8
worstMarginPinSlew_ps = 584
rsz0062_at_grt = "false"
fmax_mhz = 326
holdWs_ps = 359

[pwr]
vdd_drop_max_mv = 0.216
power_frac_clock_pct = 28.5
switching_share_pct = 25.3
p_sw_mw = 0.287
p_int_mw = 0.845
p_per_area_nw_per_um2 = 386
p_seq_share_pct = 52.9
p_leak_nw = 1.19
pwr-share-comb_pct = 18.6

[grt]
use_met2_pct = 27.5
grt-ovfl-total = 0
grt_util_met3_pct = 2.77
grt_max_degree = 17
track_usage_pct = 19.3
antenna_found_initial = 0
top_usage_layer = "met1"
grt_pass1_vias = 1632
grtUsageMet1_pct = 34.2
grt_pass1_wl_um = 7620

[job]
tool_warnings = 35
cap_violations = 0

[layout]
nFillCells = 429
syn_to_final_growth_pct = 13.7
logic_area_um2 = 1150
layout-drive-gt1-share_pct = 4.94
regArea_um2 = 1280

[outcome]
status = "completed"

[place]
dp_hpwl_um = 3290
io_buffers = 22
gp_congestion = 0.892
[placed cells by master (no fill, tap or decap), types with 2 or more instances in the layout]
cell type / synthesis / final
inv_1: 24 / 24
clkdlybuf4s50_1: 0 / 22
ha_1: 21 / 21
dfxtp_1: 20 / 20
edfxtp_1: 20 / 20
nor2_1: 16 / 16
nand2_1: 16 / 16
xnor2_1: 12 / 12
o21ai_0: 12 / 12
a21oi_1: 11 / 11
dfrtp_1: 10 / 10
nand3_1: 8 / 8
xor2_1: 8 / 8
clkbuf_8: 0 / 5
o211ai_1: 4 / 4
and2_1: 4 / 4
conb_1: 2 / 4
nor3_1: 3 / 3
a221oi_1: 3 / 3
o31ai_1: 2 / 2
or2_2: 2 / 2
a221o_1: 2 / 2
mux2i_1: 2 / 2
o221ai_1: 2 / 2
a22oi_1: 2 / 2
o22ai_1: 2 / 2
nor2b_1: 2 / 2
fa_1: 2 / 2
[through the flow]
stage | power (mW) | instance area, um2 | util [%] | setup slack [ps] | std cells
5_1_grt | 1.20 | 2930 | 60.4 | 663 | 330
6_report | 1.13 | 2930 | 60.4 | 928 | 330
2_1_floorplan | 0.755 | 2580 | - | 1120 | 241
3_5_place_dp | 0.822 | 2830 | 58.3 | 926 | 322
3_3_place_gp | 0.822 | 2830 | 58.3 | 976 | 322
4_1_cts | 1.15 | 2930 | 60.4 | 913 | 330
[logic make-up after synthesis]
logic type	share of synthesized area, %
and+or+nand+nor	11.1
buffers and inverters	5.93
xor gates and xnor gates	7.67
DFF	49.6
adders and majority gates	11.8
other	0.292
AOI/OAI and AO/OA	12.9
muxes	0.777
[cell type report]
cell class              count  share of cell area (%)
well taps                  67                    2.86
inverters                  24                    3.08
clock buffers               7                    3.33
multi-input cells         158                    39.4
clock inverters             1                   0.214
flip-flops and latches     51                    43.6
repair buffers             22                    7.52
[sequential cells by signal, summed over array words and instances (netlist names), 2 cells and up]
register / flops
count18: 5
addr18: 4
count9: 4
part: 2
count3: 2
ps: 11
count27: 5
addr: 5
[final timing paths]
path,endpoint
max in group asynchronous,ps[0]
min in group asynchronous,ps[4]
setup reg to reg,addr[2]
hold reg to reg,ps[5]
hold / removal,ps[5]
setup / recovery,addr[2]
[power by group through the flow]
stage | Clock (mW) | Sequential [mW] | Combinational (mW)
global route | 0.355 | 0.604 | 0.244
CTS | 0.334 | 0.600 | 0.212
finish | 0.323 | 0.599 | 0.210
[per-layer routing]
metal  part of all wire [%]  up-vias
met5                      0        -
met1                     56      777
li1                       -      869
met3                    2.8        6
met4                    1.5        0
met2                     40       34
Power is estimated from default activity; no workload was simulated.
