<file path="flow/config.mk">
export PLATFORM = sky130hd
export DESIGN_NAME = Memory8
export DESIGN_NICKNAME = Memory8
export VERILOG_FILES = /design/flow/design.v
export SDC_FILE = /design/flow/constraint.sdc
export NUM_CORES = 4
export LEC_CHECK = 1
export CORE_UTILIZATION = 40
</file>
<file path="flow/constraint.sdc">
current_design Memory8

set clk_period 1.6
set clk_io_pct 0.2

create_clock -name clk0 -period $clk_period [get_ports {clk}]

set non_clock_inputs [all_inputs -no_clocks]
set_input_delay [expr $clk_period * $clk_io_pct] -clock clk0 $non_clock_inputs
set_output_delay [expr $clk_period * $clk_io_pct] -clock clk0 [all_outputs]
</file>
<file path="flow/design.v">
`timescale 1ns / 1ps
(*ram_style ="block"*)
module Memory8 (input clk, input rst, input[7:0] data_in,input[4:0] addr,
                 input memWrite,input memRead, output reg[7:0] out);
 reg [7:0] dataMem [31:0];
 integer i;
 always@(posedge clk, posedge rst)
  begin
    if(rst)
      begin
        for(i = 0; i< 32 ; i = i + 1)
          dataMem[i] <= 8'd0;
      end
    else if(memWrite)
      dataMem[addr] <= data_in;
  end
 always@ (memRead, addr)
  begin
    if(memRead) begin
      out <= dataMem[addr];
      end
		else
		begin end
  end
endmodule
</file>
<file path="flow/run.sh">
#!/bin/bash
# OpenROAD 26Q1-2900-gdf79404cd8, Yosys 0.63+post, stock flow scripts
make -C /OpenROAD-flow-scripts/flow DESIGN_CONFIG=/design/flow/config.mk WORK_HOME=/design/flow/orfs finish
</file>
==> results.txt <==
fresh numbers from the pnr run: max_cap viols=0, All-Layer GR Usage=28.5%, area delta synth->final=24.8%, Gate power share=15.6%, via count=8,704, VDD IR-drop max=0.767 mV, # IOs=25, register pins left without a clock=8, fp_density=41.2%, worst-margin pin slew=1.11 ns, Iter 0 DRT Violations=521, MI comb area=5640 um2, final setup vio count=0, design area=15,400 um2, startpoint types=input port, R2R cell count=1, number of port buffers=24, Via density=5.91, number of unconstrained endpoints=16, Setup CP Type=input port to register, Critical Path RT=2.03 ns, Overflow after GRT=0, yosys stat chip area=12,300 um2, Placed Area=14,300 um2, r2r setup slk=0.75 ns, Avg WL per Cell=27.7 um, worst clock skew=0 ns, fill count=2,559, Ys Warns=2, Data arrival, critical path=2.02 ns, Slew HR=25.5%, Post-Synthesis Cells=931, Clk pwr share=37.8%, Worst Hold Class=input port to async pin, Synth area leaders=dfrtp_1 (52%), mux2_2 (23%), a22oi_1 (2.3%), DRC=0, Async SR Flop Fraction=97.0%, Synth top cell by count=dfrtp_1, gpl congestion=1.06, Slew Limit Fails=0, final WL=40.9 mm, global-route wire length before repair=61.6 mm, vias in the first global route=9,078, CTS root buf=clkbuf_16, diodes inserted=0, core area=30,000 um2, mapped cell area=12,300 um2, CP Max Fanout=8, Psw=4690 uW, Flop area=6530 um2, post-route ant nets=0, clock latency (worst-skew pair)=0.54 ns, Clock Pin Slew Worst Setup and Hold Paths=0.06 ns, synthesized area per cell=13.2 um2, commonest cells in the netlist=dfrtp_1 (256), mux2_2 (252), a22oi_1 (38), Final Util=51.4%, share of cells above drive strength 1=46.8%, Post-synth EDFFs=0, Cell Rows=63, Worst R2R Start=dataMem[18][2], Switching Share=25.6%, Log Warnings=27, overall die height=178 um, Final Worst Setup Slack=0.0114 ns, TritonCTS clock tree=yes, Final TNS setup=0 ns, RR Endpoint=dataMem[18][2], CTS H-tree lvls=1, Sequential Power Share=46.6%, pre-CTS setup slack=-0.650 ns, Cell Type Count=65, unrepaired setup endpoints after global routing=yes, die area=31,500 um2, status=complete, no violations, initial antenna violation count=0, Pwr per Cell Area=1190 nW/um2, #FFs+latches synth=264, hpwl dp=29.1 mm, Die Wd=178 um, Int Pwr=13,700 uW, Clock Path Buffers=3, area share of the largest cell type after synthesis=51.9%, WHS=0.178 ns, # Cells Yosys=931, Yosys top cell by area=dfrtp_1, final hold vios=0, largest net degree at the start of global routing=41, fin crit share=99.3%, Most common reg cell=dfrtp_1, Worst Setup End Kind=register, fmax=629 MHz, DRT Pass-1 Iters=5, CTS Buf Count=27, Final Critical Period=1.59 ns, Static Leak=0.00692 uW
==> repair_timing <==
| action | 4_1_cts | 5_1_grt |
|---|---|---|
| pin swaps | 3 | 7 |
| gates resized | 9 | 4 |
| hold buffers | 0 | 0 |
| setup endpoints to repair | 114 | 77 |
| buffers inserted | 2 | 0 |
| gates cloned | 0 | 0 |
| hold endpoints to repair | 0 | 0 |
==> power groups by stage <==
stage | Combinational [uW] | Sequential [uW] | Clock [uW]
after CTS | 2860 | 8540 | 7070
after global routing | 3070 | 8700 | 7310
final | 2850 | 8560 | 6940
==> layout make-up <==
type	count	share of cell area, %
tap	390	3.17
clock inverter	10	1.18
clock buffer	40	5.29
multi-input combinational	602	36.6
timing repair buffer	162	11.2
inverter	6	0.171
sequential	264	42.4
==> placed cells by master (no fill, tap or decap), types with 19 or more instances in the layout <==
| cell | n |
|---|---|
| clkbuf_16 | 27 |
| nor2_1 | 29 |
| mux2_4 | 31 |
| buf_12 | 36 |
| a22oi_1 | 38 |
| buf_4 | 100 |
| nand2_1 | 32 |
| clkdlybuf4s50_1 | 19 |
| dfrtp_1 | 256 |
| mux2_2 | 229 |
==> cell families after synthesis <==
logic type      synth area share, %
latches                       0.974
simple gates                   10.1
flops                          51.9
mux                            25.9
compound gates                 8.09
buf+inv                        3.02
==> stage by stage <==
stage | power, uW | cells
6_report | 18300 | 1474
3_5_place_dp | 11500 | 1422
3_3_place_gp | 11400 | 1422
2_1_floorplan | 10300 | 931
4_1_cts | 18500 | 1474
5_1_grt | 19100 | 1474
==> critical path: stages <==
cell,delay (ns)
clkdlybuf4s50_1,0.55
buf_4,0.20
nand2_4,0.12
buf_4,0.18
nor3_4,0.17
buf_12,0.18
mux2_4,0.30
==> sequential cells by signal (all words and copies together), names as in the netlist <==
signal,flops
dataMem,256
out,8
==> how the worst max path moves through the flow <==
stage / start / end / slack [ns]
5_1_grt: addr[2] / dataMem[28][3] / -0.02
4_1_cts: addr[2] / dataMem[23][1] / 0.004
6_report: addr[2] / dataMem[28][4] / 0.01
==> layer usage <==
layer | GRT usage [%] | wire [um] | vias up
met1 | 43.8 | 18300 | 4583
met5 | 0 | 0 | -
li1 | - | - | 3762
met3 | 6.22 | 2610 | 89
met2 | 41.7 | 18300 | 270
met4 | 9.65 | 1650 | 0
Power is estimated from default activity; no workload was simulated.
